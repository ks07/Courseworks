==> ./design.v <==
module full_adder( input wire                  x,
		   input wire                  y,
		   input wire                 ci,
		   output wire                 r,
		   output wire                co );
   wire 				      w[ 5 : 0 ];
   xor t0( w[0], x, y );
   xor t1( r, w[0], ci );
   and t2( w[1], x, y );
   and t3( w[2], x, ci );
   and t4( w[3], y, ci );
   or t5( w[4], w[1], w[2] );
   or t6( co, w[4], w[3] );
endmodule  
module overflow_detect( output wire           of,
			input wire             x,
			input wire             y,
			input wire             r,
			input wire            op );
   wire [ 2 : 0 ] 			       w;
   wire 				       yop;
   xor t00( yop, y, op );
   xor t0( w[0], x, yop );
   not t1( w[1], w[0] );
   xor t2( w[2], x, r );
   and t3( of, w[1], w[2] );
endmodule  
module sub_8bit( input  wire                  op,
                 output wire                  of,
                 output wire signed [ 7 : 0 ]  r,
                 input  wire                  ci,
                 input  wire signed [ 7 : 0 ]  x,
                 input  wire signed [ 7 : 0 ]  y );
   wire [ 7 : 0 ] 			       w;
   wire [ 7 : 0 ] 			       carry;
   xor t0( carry[0], op, ci );
   xor t1( w[0], op, y[0] );
   xor t2( w[1], op, y[1] );
   xor t3( w[2], op, y[2] );
   xor t4( w[3], op, y[3] );
   xor t5( w[4], op, y[4] );
   xor t6( w[5], op, y[5] );
   xor t7( w[6], op, y[6] );
   xor t8( w[7], op, y[7] );
   full_adder fa0( x[0], w[0], carry[0], r[0], carry[1] );
   full_adder fa1( x[1], w[1], carry[1], r[1], carry[2] );
   full_adder fa2( x[2], w[2], carry[2], r[2], carry[3] );
   full_adder fa3( x[3], w[3], carry[3], r[3], carry[4] );
   full_adder fa4( x[4], w[4], carry[4], r[4], carry[5] );
   full_adder fa5( x[5], w[5], carry[5], r[5], carry[6] );
   full_adder fa6( x[6], w[6], carry[6], r[6], carry[7] );
   full_adder fa7( x[7], w[7], carry[7], r[7], );  
   overflow_detect of0( of, x[7], y[7], r[7], op );
endmodule
==> ./run.sh <==
#!/bin/bash
# OpenROAD 26Q1-2900-gdf79404cd8, Yosys 0.63+post, stock flow scripts
make -C /OpenROAD-flow-scripts/flow DESIGN_CONFIG=/design/flow/config.mk WORK_HOME=/design/flow/orfs finish
==> ./config.mk <==
export PLATFORM = sky130hd
export DESIGN_NAME = sub_8bit
export DESIGN_NICKNAME = sub_8bit
export VERILOG_FILES = /design/flow/design.v
export SDC_FILE = /design/flow/constraint.sdc
export NUM_CORES = 4
export LEC_CHECK = 1
export CORE_AREA = 10 10 70 70
export DIE_AREA = 0 0 80 80
==> ./constraint.sdc <==
current_design sub_8bit

set clk_period 4.1
set clk_io_pct 0.2

create_clock -name clk0 -period $clk_period

set non_clock_inputs [all_inputs -no_clocks]
set_input_delay [expr $clk_period * $clk_io_pct] -clock clk0 $non_clock_inputs
set_output_delay [expr $clk_period * $clk_io_pct] -clock clk0 [all_outputs]
==> flow_summary.json <==
{
  "grt_pass1_wl_um": 1590,
  "topCellsByArea": "fa_1 36%, xnor2_1 18%, buf_4 16%, inv_1 13%, xor2_1 4.6%",
  "cpLargestDelayFamily": "adder cells",
  "antennaDiodeCount": 0,
  "cp.depth": 13,
  "final-comb-area_sq_um": 325,
  "power_w": 0.000112,
  "ys_seq_frac": 0,
  "yosys.stat.chipArea_sq_um": 384,
  "postCtsSetupBuffers": 0,
  "area_delta_synth_final_pct": 78.2,
  "worst_pin_slew_ns": 0.215,
  "ys_types": 10,
  "avgRoutedWirePerCell_um": 8.74,
  "irDropWorstVdd_mv": 0.0550,
  "dp.cells": 108,
  "netlist.top_cell.by_area": "fa_1",
  "startpoint_type": "primary input",
  "p_int_w": 0.0000729,
  "pwr-share-comb": 1.000,
  "cpPeakStageDelay_ns": 0.43,
  "fillers": 385,
  "synth_area_per_cell_sq_um": 8.93,
  "p_sw_w": 0.0000392,
  "critPathKind": "in -> out",
  "fmax_ghz": 0.208,
  "overflow": 0,
  "slew_headroom": 0.856,
  "remaining_drc_errors": 0,
  "p_leak_nw": 0.299,
  "gp_congestion": 0.766,
  "grt_antenna_before_repair": 0,
  "grt_pass1_vias": 339,
  "cap_viol_max_count": 0,
  "yosys_warnings": 1,
  "fp_util": 0.112,
  "grt_max_degree": 8,
  "hpwl_um": 907,
  "die_w_um": 80,
  "arrival_ns": 3.99,
  "path_cells": "buf_12 -> xor2_2 -> fa_2 -> inv_2 -> fa_2 -> fa_2 -> fa_2 -> fa_2 -> fa_2 -> fa_2 -> or2_4 -> mux2i_1 -> buf_2",
  "min_path_cells": 5,
  "failed_checks": "negative setup slack",
  "final_cell_count_no_fill": 108,
  "min_period_ns": 4.81,
  "avgViaCountPerCell": 2.75,
  "yosysCellCount": 43,
  "die_area_sq_um": 6400,
  "wirelength_um": 944,
  "ant_nets": 0,
  "crit_fanout": 3,
  "first_pass_iters": 1,
  "grt_use_total": 0.0300,
  "path_common_cell": "fa_2",
  "num_io_pins": 27,
  "path_buffers": 3,
  "clkbuf_count": 0,
  "power_frac_seq": 0,
  "io_buffers": 27,
  "worst_slack_ns": -0.707,
  "rsz0062_at_grt": "true",
  "status": "finished, violations left",
  "die.size.y_um": 80,
  "drv_slew": 0,
  "rows": 21,
  "drt_iter0_drc": 0,
  "sw_frac_of_total": 0.350,
  "vias": 297,
  "finalCritPeriodShare": 1.17,
  "hold_viol": 0,
  "finalSetupTns_ns": -1.99,
  "min_path_type": "in -> out",
  "cp-end-kind": "output pin",
  "synth_area_sq_um": 384,
  "warnings": 35,
  "setup_violations": 4,
  "powerDensity_nw_per_um2": 164,
  "worst_ep_required_time_ns": 3.28,
  "coreArea_sq_um": 3420,
  "drive_above_1_share": 0.419,
  "netlist_instances": 43,
  "crit_slowest_cell": "fa_2",
  "synth_top_area_share": 0.365,
  "nFlopsAndLatches": 0,
  "power_frac_clock": 0,
  "regArea_sq_um": 0
}
## layout make-up
cell class,instances,share of cell area
Multi-Input combinational cell,21,0.475
Timing Repair Buffer,28,0.369
Tap cell,46,0.0841
Inverter,13,0.0713
## tightest hold or removal path, cell delays in order
cell,delay (ns)
buf_12,0.09
buf_4,0.19
xnor2_2,0.15
xnor2_1,0.07
buf_2,0.10
## cell usage after synthesis, drive strengths merged
master,instances
fa,7
buf,9
xor2,2
inv,13
nand2,1
xnor2,9
or2,1
mux2i,1
## kinds of logic after synthesis
kind of cell,share of synthesized area
buffers and inverters,0.313
XOR/XNOR,0.270
adder cells (fa/ha/maj),0.365
AND/OR/NAND/NOR,0.0261
multiplexers,0.0261
## power groups by stage
stage,registers [W],clock network [W],logic [W]
global route,0,0,0.000128
CTS,0,0,0.000114
finish,0,0,0.000112
## timing repair
| item | 4_1_cts | 5_1_grt |
|---|---|---|
| setup endpoints to repair | 6 | 5 |
| hold buffers | 0 | 0 |
| pin swaps | 12 | 11 |
| hold endpoints to repair | 0 | 0 |
| resized | 37 | 6 |
## cells in the final DEF, fill, tap and decap left out, drive strengths merged
cell type	Yosys	layout
buf	9	9
clkdlybuf4s50	0	16
dlygate4sd2	0	2
dlymetal6s2s	0	1
fa	7	7
inv	13	13
mux2i	1	1
nand2	1	1
or2	1	1
xnor2	9	9
xor2	2	2
## layer usage
metal / GRT usage / wire [um] / vias to the layer above
met2: 0.0401 / 290 / 25
met5: 0 / 0 / -
met1: 0.0438 / 464 / 127
met4: 0 / 0 / 0
met3: 0.0159 / 190 / 0
li1: - / - / 145
## through the flow
stage / hold WS, ns / instance area, sq um / setup slack, ns / utilization
6_report: 2.26 / 684 / -0.707 / 0.200
5_1_grt: 2.30 / 684 / -0.822 / 0.200
4_1_cts: 2.26 / 666 / -1.01 / 0.195
3_5_place_dp: 2.66 / 681 / -1.67 / 0.199
3_3_place_gp: 2.65 / 681 / -1.64 / 0.199
2_1_floorplan: 1.71 / 425 / -0.590 / -
## worst paths after layout
kind              from    to  slack [ns]
setup / recovery    op    of       -0.71
hold / removal      op  r[7]        2.26
Power and IR drop assume default switching activity.
