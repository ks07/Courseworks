--- run.sh ---
#!/bin/bash
# OpenROAD 26Q1-2900-gdf79404cd8, Yosys 0.63+post, stock flow scripts
make -C /OpenROAD-flow-scripts/flow DESIGN_CONFIG=/design/flow/config.mk WORK_HOME=/design/flow/orfs finish
--- config.mk ---
export PLATFORM = sky130hd
export DESIGN_NAME = key_schedule
export DESIGN_NICKNAME = key_schedule
export VERILOG_FILES = /design/flow/design.v
export SDC_FILE = /design/flow/constraint.sdc
export NUM_CORES = 4
export LEC_CHECK = 1
export CORE_AREA = 10 10 72 72
export DIE_AREA = 0 0 82 82
--- constraint.sdc ---
current_design key_schedule

set clk_period 1.4
set clk_io_pct 0.2

create_clock -name clk0 -period $clk_period

set non_clock_inputs [all_inputs -no_clocks]
set_input_delay [expr $clk_period * $clk_io_pct] -clock clk0 $non_clock_inputs
set_output_delay [expr $clk_period * $clk_io_pct] -clock clk0 [all_outputs]
--- design.v ---
module sbox( output wire [ 3 : 0 ] r,
             input  wire [ 3 : 0 ] x );
   wire 			   a [ 8 : 0 ];
   not ta0( a[0], x[3] );
   xnor ta1( a[1], x[1], x[0] );
   and ta2( a[2], x[2], x[1] );
   or ta3( a[3], a[1], a[2] );
   and ta4( a[4], a[0], a[3] );
   not ta5( a[5], x[2] );
   or ta6( a[6], x[1], x[0] );
   and ta7( a[7], x[3], a[5] );
   and ta8( a[8], a[7], a[6] );
   or ta9( r[3], a[8], a[4] );
   wire 			   b [ 14 : 0 ];
   not tb0( b[0], x[2] );
   not tb1( b[1], x[1] );
   not tb2( b[2], x[0] );
   and tb3( b[3], a[0], b[0] );
   and tb4( b[4], b[1], b[3] );
   and tb5( b[5], a[0], x[2] );
   and tb6( b[6], x[1], x[0] );
   and tb7( b[7], b[5], b[6] );
   and tb8( b[8], x[1], b[2] );
   and tb9( b[9], b[8], b[0] );
   and tb10( b[10], b[1], x[3] );
   or tb11( b[11], x[2], x[0] );
   and tb12( b[12], b[10], b[11] );
   or tb13( b[13], b[4], b[7] );
   or tb14( b[14], b[9], b[12] );
   or tb15( r[2], b[14], b[13] );
   wire 			   c [ 8 : 0 ];
   or tc0( c[0], b[0], b[2] );
   and tc1( c[1], a[0], x[1] );
   and tc2( c[2], c[0], c[1] );
   and tc3( c[3], x[3], b[0] );
   and tc4( c[4], c[3], b[2] );
   or tc5( c[5], x[2], b[1] );
   and tc6( c[6], x[0], x[3] );
   and tc7( c[7], c[5], c[6] );
   or tc8( c[8], c[2], c[4] );
   or tc9( r[1], c[8], c[7] );
   wire 			   d [ 5 : 0 ];
   xor td0( d[0], x[0], x[3] );
   or td1( d[1], b[0], x[1] );
   and td2( d[2], d[0], d[1] );
   and td3( d[3], x[2], b[1] );
   xnor td4( d[4], x[0], x[3] );
   and td5( d[5], d[3], d[4] );
   or td9( r[0], d[2], d[5] );
endmodule  
module key_schedule( output wire [ 79 : 0 ] r,
                     input  wire [ 79 : 0 ] x,
                     input  wire [  4 : 0 ] i );
   wire [ 79 : 0 ] 			    rot;
   wire [ 3 : 0 ] 			    t1;
   wire [ 4 : 0 ] 			    t2;
   genvar 				    j;
   generate
      for( j = 0; j < 80; j = j + 1 )
	begin:lp1
	   assign rot[(j + 61) % 80] = x[j];
	end
   endgenerate
   sbox sb0(t1, rot[ 79 : 76 ]);
   assign t2 = rot[ 19 : 15 ] ^ i;
   assign r = {t1, rot[ 75 : 20 ], t2, rot[ 14 : 0 ]};
endmodule
==> notes.md <==
Figures from the implementation reports.

- The relative slew slack reads 0.854.
- The report lists the number of standard-cell rows as 22.
- The area reported by Yosys stat is 727 um^2.
- The register area is 0 um^2.
- The origin of the worst setup path is x[15].
- The final wirelength reads 1480 um.
- The count of instantiated cells in the yosys netlist reads 95.
- In this run the cell area measured after placement is 537 um^2.
- The final cell count without fillers reads 105.
- The weighted congestion reported at the end of routability-driven placement is 0.732.
- The flow ran to the end, but the final reports show violations.
- The total number of vias reads 388.
- The startpoint of the tightest hold check path reads x[20].
- The total die area is 6720 um^2.
- According to the floorplan report, the placeable core area is 3690 um^2.
- The detailed-placement wirelength estimate reads 1130 um.
- The setup TNS after final layout is -0.0623 ns.
- The checks that failed: negative setup slack.
- The die boundary height reads 82 um.
- The via count of the first global-routing pass is 452.
- The slew at the pin closest to its max-slew limit is 0.218 ns.
- The number of warnings issued by yosys is 1.
- The port buffer count is 23.
- The fill cell instance count of the final layout is 416.
- The final period utilization is 1.03.
- For this run, the detailed router's first-pass iteration total came to 2.
- The cell area after synthesis is 727 um^2.
- The report lists the power per cell area as 272 nW/um^2.
- The required time at the worst endpoint is listed as 1.12 ns.
- In the layout the commonest cells are 9 x sky130_fd_sc_hd__clkdlybuf4s50_1, 7 x sky130_fd_sc_hd__buf_4, 6 x sky130_fd_sc_hd__buf_2.
- The floorplan step records an initial core utilization of 0.197.
- The number of buffers inserted by hold repair at cts reads 0.
- The initial antenna violation count reads 0.
- Per the final report, max-transition violations number 0.
- The width of the die reads 82 um.
- Counting endpoints that fail hold in the final report gives 0.
- The category of the most critical setup path is in2out.
- The average routed wire per standard cell is 14.1 um.
- The residual DRC count reads 0.
- Of all nets on the critical path, the largest fanout is 3.
- The total congestion overflow after global routing is 0.
- The average footprint of a synthesized cell is 7.65 um^2.
- The violation tally recorded at the end of detailed-routing iteration 0 is 2.
- The final setup violation count reads 2.
- The layout cell share with drive strength beyond 1 reads 0.596.
- The logs give a warning total of 36.
- Counting every instance in the synthesized netlist gives 95.
- At the worst endpoint, the arrival time is 1.16 ns.
- The count of max-cap constraint violations reads 0.
- The gate-level netlist out of Yosys references 15 unique cell types.
- Using the TritonRoute via totals, the vias-per-cell ratio works out to 3.70.
- The post-route cell area reads 603 um^2.
- Setup repair after global routing could not meet its margin everywhere.
- The number of placed instances, taps included, is 102.
- The total power draw is 0.164 mW.
- The total routing usage reported by global routing reads 0.0384.
- The number of sequential storage elements reads 0.
- The final hold slack is 0.560 ns.
- The number of antenna-violating nets in the routed design reads 0.
- The core occupancy in the finished layout reads 0.164.
- After layout, the clock buffer instance count stands at 0.
- The final period demand of the worst path reads 1.44 ns.
- The top cell type in the final layout, fill and taps aside, is sky130_fd_sc_hd__clkdlybuf4s50_1.
- The pin count of the biggest net entering global routing is 5.
- Note that the worst hold path type here is in2out.
- The leakage component of the power reads 0.264 nW.
- The number of antenna diodes reads 0.
- The kind of start point of the critical path reads an input port.
- The first global-routing pass estimated 2130 um of wire.
- The worst setup path is captured at a primary output.
- Timing would allow up to 0.694 GHz.
- The post-place setup slack reads -0.766 ns.
- The number of ports placed on the die boundary reads 165.
- The post-synthesis to final-layout area growth is -17.0%.
- The share of the Yosys chip area taken by registers is 0.
- The smallest setup slack after layout is -0.0401 ns.
- VDD sags by at most 0.0337 mV.
- The combinational gate area is 265 um^2.
==> worst max-delay path, cell delays in order <==
cell                       delay [ns]
sky130_fd_sc_hd__buf_6           0.10
sky130_fd_sc_hd__buf_6           0.10
sky130_fd_sc_hd__or3b_4          0.38
sky130_fd_sc_hd__buf_6           0.13
sky130_fd_sc_hd__o311ai_4        0.04
sky130_fd_sc_hd__buf_2           0.13
==> repair_timing <==
item / 4_1_cts / 5_1_grt
gates resized: 48 / 16
cloned: 0 / 0
pin swaps: 7 / 8
buffers inserted: 3 / 0
setup endpoints to repair: 9 / 9
==> final timing paths <==
check / to / depth (start not counted) / slack [ns]
worst max-delay path: r[77] / 6 / -0.04
worst min-delay path: r[1] / 0 / 0.56
==> final cells by class <==
cell class                 instances  share of cell area
timing repair buffer              33               0.448
inverter                           2              0.0124
multi-input combinational         22               0.440
tap                               48              0.0996
==> report_power, final <==
part	internal (mW)	switching (mW)
Combinational	0.109	0.0552
Clock	0	0
Sequential	0	0
==> cell families (layout without fill, tap and decap cells) <==
kind of cell	Yosys count	in the layout	synth area share
AOI/OAI and AO/OA	6	6	0.0637
xor gates and xnor gates	6	6	0.0723
adders and majority gates	4	4	0.0688
buffers and inverters	73	35	0.744
and+or+nand+nor	6	6	0.0516
==> Yosys cell counts <==
master	number	area (um^2)
sky130_fd_sc_hd__buf_4	71	533
sky130_fd_sc_hd__o22ai_2	1	12.5
sky130_fd_sc_hd__o22ai_1	1	6.26
sky130_fd_sc_hd__o21ai_0	1	5.00
sky130_fd_sc_hd__a31oi_1	1	6.26
sky130_fd_sc_hd__inv_1	2	7.51
sky130_fd_sc_hd__xnor2_1	1	8.76
sky130_fd_sc_hd__or3b_1	1	8.76
sky130_fd_sc_hd__o311ai_0	1	8.76
sky130_fd_sc_hd__nand2_1	1	3.75
sky130_fd_sc_hd__nand2b_1	3	18.8
sky130_fd_sc_hd__a21boi_0	1	7.51
sky130_fd_sc_hd__and2_1	1	6.26
sky130_fd_sc_hd__ha_1	4	50.1
sky130_fd_sc_hd__xor2_1	5	43.8
==> metal layers <==
layer  global-route usage  wire length [um]  vias to the layer above
met2               0.0470               544                       54
li1                     -                 -                      151
met5                    0                 0                        -
met1               0.0265               349                      155
met3               0.0441               412                       28
met4               0.0510               170                        0
Power is estimated from default activity; no workload was simulated.
