$ cat ./run.sh
#!/bin/bash
# OpenROAD 26Q1-2900-gdf79404cd8, Yosys 0.63+post, stock flow scripts
make -C /OpenROAD-flow-scripts/flow DESIGN_CONFIG=/design/flow/config.mk WORK_HOME=/design/flow/orfs finish
$ cat ./config.mk
export PLATFORM = sky130hd
export DESIGN_NAME = clr_28bit
export DESIGN_NICKNAME = clr_28bit
export VERILOG_FILES = /design/flow/design.v
export SDC_FILE = /design/flow/constraint.sdc
export NUM_CORES = 4
export LEC_CHECK = 1
export CORE_AREA = 10 10 70 70
export DIE_AREA = 0 0 80 80
$ cat ./constraint.sdc
current_design clr_28bit

set clk_period 6.7
set clk_io_pct 0.2

create_clock -name clk0 -period $clk_period

set non_clock_inputs [all_inputs -no_clocks]
set_input_delay [expr $clk_period * $clk_io_pct] -clock clk0 $non_clock_inputs
set_output_delay [expr $clk_period * $clk_io_pct] -clock clk0 [all_outputs]
$ cat ./design.v
module in2_mux_1bit( output wire            r,
		     input  wire          xs1,
		     input  wire          xs2,
		     input  wire            c );
   wire 				     w[ 2 : 0 ];
   not t0( w[0], c );
   and t1( w[1], xs1, c );
   and t2( w[2], xs2, w[0] );
   or  t3( r, w[1], w[2] );
endmodule  
module clr_switch( output wire           c,
		   input wire [ 3 : 0 ]  y );
   wire 				 w [ 11 : 0 ];
   not t0( w[0], y[0] );
   not t1( w[1], y[1] );
   not t2( w[2], y[2] );
   not t3( w[3], y[3] );
   and t4( w[4], w[1], w[2] );
   and t5( w[5], w[3], w[4] );
   and t6( w[6], w[0], w[1] );
   and t7( w[7], w[2], w[6] );
   and t8( w[8], y[0], y[1] );
   and t9( w[9], y[2], y[3] );
   and t10( w[10], w[8], w[9] );
   or t11( w[11], w[5], w[7] );
   or t12( c, w[10], w[11] );
endmodule  
module clr_28bit( output wire [ 27 : 0 ] r,
                  input  wire [ 27 : 0 ] x,
                  input  wire [  3 : 0 ] y );
   wire 				 c;
   clr_switch cs( c, y );
   in2_mux_1bit m0( r[0], x[27], x[26], c );
   in2_mux_1bit m1( r[1], x[0], x[27], c );
   in2_mux_1bit m2( r[2], x[1], x[0], c );
   in2_mux_1bit m3( r[3], x[2], x[1], c );
   in2_mux_1bit m4( r[4], x[3], x[2], c );
   in2_mux_1bit m5( r[5], x[4], x[3], c );
   in2_mux_1bit m6( r[6], x[5], x[4], c );
   in2_mux_1bit m7( r[7], x[6], x[5], c );
   in2_mux_1bit m8( r[8], x[7], x[6], c );
   in2_mux_1bit m9( r[9], x[8], x[7], c );
   in2_mux_1bit m10( r[10], x[9], x[8], c );
   in2_mux_1bit m11( r[11], x[10], x[9], c );
   in2_mux_1bit m12( r[12], x[11], x[10], c );
   in2_mux_1bit m13( r[13], x[12], x[11], c );
   in2_mux_1bit m14( r[14], x[13], x[12], c );
   in2_mux_1bit m15( r[15], x[14], x[13], c );
   in2_mux_1bit m16( r[16], x[15], x[14], c );
   in2_mux_1bit m17( r[17], x[16], x[15], c );
   in2_mux_1bit m18( r[18], x[17], x[16], c );
   in2_mux_1bit m19( r[19], x[18], x[17], c );
   in2_mux_1bit m20( r[20], x[19], x[18], c );
   in2_mux_1bit m21( r[21], x[20], x[19], c );
   in2_mux_1bit m22( r[22], x[21], x[20], c );
   in2_mux_1bit m23( r[23], x[22], x[21], c );
   in2_mux_1bit m24( r[24], x[23], x[22], c );
   in2_mux_1bit m25( r[25], x[24], x[23], c );
   in2_mux_1bit m26( r[26], x[25], x[24], c );
   in2_mux_1bit m27( r[27], x[26], x[25], c );
endmodule
==> flow_summary.toml <==
# synthesis and place-and-route metrics
[floorplanning]
io_pins = 60
fp_util_pct = 29.9
die_w_um = 80
core_region_area_um2 = 3420
die_height_um = 80
rows = 21
dieArea_um2 = 6400

[flow_run]
warning_count = 32
cap_violations = 0

[critical_path]
path_class = "in2out"
max_stage_delay_ns = 0.94
crit_end = "r[6]"
cp_common_cell = "clkdlybuf4s50_1"
start_kind = "input port"
required_ns = 5.36
worstPathCellList = "clkdlybuf4s50_1 -> a211o_1 -> o21ai_4 -> mux2_2 -> clkdlybuf4s50_1"
worst_path_max_delay_cell = "clkdlybuf4s50_1"
critPathLaunch = "y[0]"
crit_arrival_ns = 3.92
end_kind = "output pin"
critical_path.max_fanout = 25

[yosys]
ys_cells = 130
syn_area_um2 = 1020
yosysSeqAreaShare_pct = 0
synth.largest_area_cell = "buf_4"
synth_warnings = 2
syn_inst = 130
synth.most_common_cell = "buf_4"
yosys-top-cells-count = "buf_4, a21oi_1, and4b_1, o21ai_0, o221a_2"
ys_area_um2 = 1020
ys_types = 14
synth_top_area_share_pct = 22.0
ys_top_cells_by_area = "buf_4, o221a_2, and4b_1"
synth.avg_cell_area_um2 = 7.86

[cts]
post_cts_resized = 0
cts_setup_buffers = 0
cts-hold-fix-buffers = 0

[drt]
wl_met3_um = 433
drc = 0
drt_iter0_drc = 123
routed_via_density = 5.32
ant_nets = 0
diodes = 0
routed_wl_um = 3020
met2WireLength_um = 1280
dr.pass1.iters = 4
route.detailed.wl_per_inst_um = 15.5
top_layer = "met3"
vias = 1038
met1_length_um = 1300

[timing]
finalClockPeriodUsage_pct = 78.4
hold_viol_final = 0
maxSlewHeadroom_pct = 51.6
fmax_mhz = 190
tightest_slew_ns = 0.724
rsz0062_at_grt = "no"
finalHoldWorstSlack_ns = 3.74
drv_slew = 0
setup_ws_ns = 1.44
period_needed_ns = 5.26
fin_setup_tns_ns = 0
setup_viol = 0

[power_and_ir_drop]
power.share.clock_pct = 0
power_frac_seq_pct = 0
leakagePower_nw = 0.510
p_comb_share_pct = 100.0
power.internal_w = 0.0000674
total_power_w = 0.000100
powerDensity_nw_per_um2 = 71.2
ir_drop_mv = 0.0314
switching_power_w = 0.0000326
swShare_pct = 32.6

[placement]
dp_hpwl_um = 2290
port_buffers = 60
place_congestion = 0.691
place_ws_ns = 1.44

[layout]
fillers = 357
nClkBuffers = 0
drive_above_1_share_pct = 21.5
areaGrowthSynthToFinish_pct = 37.3
ff_count = 0
postLayoutCoreUtil_pct = 41.1
seq_area_um2 = 0

[grt]
grt_overflow = 0
grt_pass1_vias = 1063
grt_first_pass_wirelength_um = 5120
grt_max_degree = 26
track_usage_pct = 9.26
antenna_found_initial = 0

[worst_hold_path]
hp-class = "in2out"

[status]
outcome = "completed"
==> cell type report <==
| type | count | area [µm²] | area share (%) |
|---|---|---|---|
| Multi-Input combinational cell | 87 | 731 | 52.0 |
| Timing Repair Buffer | 62 | 616 | 43.9 |
| Tap cell | 46 | 57.6 | 4.10 |
==> worst min path at each step <==
| stage | start | endpoint | slack (ns) | depth (start not counted) |
|---|---|---|---|---|
| 4_1_cts | x[2] | r[4] | 3.75 | 3 |
| 5_1_grt | x[5] | r[7] | 3.78 | 3 |
| 6_report | x[25] | r[26] | 3.74 | 3 |
==> kinds of logic after synthesis <==
group                  after synthesis  share of synthesized area, %
buffers and inverters               43                          28.5
AND-OR/OR-AND                       56                          39.9
multiplexers                        11                          13.2
AND/OR/NAND/NOR                     20                          18.4
==> metrics by stage <==
stage | cells | cell area, µm²
2_1_floorplan | 130 | 1020
3_3_place_gp | 195 | 1400
3_5_place_dp | 195 | 1400
4_1_cts | 195 | 1400
5_1_grt | 195 | 1400
6_report | 195 | 1400
==> per-layer routing <==
metal,global-route usage (%),up-vias
li1,-,533
met1,12.0,459
met5,0,-
met2,13.6,46
met3,5.57,0
met4,0,0
==> power by group through the flow <==
stage         Sequential, W  Clock [W]  Combinational [W]
finish                    0          0           0.000100
global route              0          0           0.000111
CTS                       0          0           0.000102
==> worst max-delay path, delay by kind of cell <==
| kind | cells | cell delay (ns) |
|---|---|---|
| buf+inv | 2 | 1.41 |
| compound gates | 2 | 0.89 |
| mux | 1 | 0.28 |
==> layout by cell type (no fill, tap or decap), types with 2 or more instances in the layout <==
master           netlist  routed
clkdlybuf4s50_1        0      60
o21ai_0               18      18
o221a_2               18      18
and4b_1               18      18
buf_4                 30       2
nand2_1                2       2
mux2_2                10      10
a21oi_1               18      18
No activity file was given, so power comes from the tool's default toggle rates.
